==> design/flow/design.v <==
module axi_master # (
    parameter RW_DATA_WIDTH     = 64,
    parameter RW_ADDR_WIDTH     = 32,
    parameter AXI_DATA_WIDTH    = 64,
    parameter AXI_ADDR_WIDTH    = 32,
    parameter AXI_ID_WIDTH      = 4,
    parameter AXI_STRB_WIDTH    = AXI_DATA_WIDTH/8,
    parameter AXI_USER_WIDTH    = 1
  )(
    input                               clock,
    input                               reset,
    input                               rw_valid_i,          
    output                              rw_ready_o,          
    output reg [RW_DATA_WIDTH-1:0]      data_read_o,         
    input  [RW_DATA_WIDTH-1:0]          rw_w_data_i,         
    input  [RW_ADDR_WIDTH-1:0]          rw_addr_i,           
    input  [7:0]                        rw_size_i,           
    input  [7:0]                        rw_len_i,            
    input                               read_req,            
    input                               write_req,           
    output   logic                        rfifo_wen,
    output   logic                        rfifo_ren,
    input                               axi_aw_ready_i,
    output                              axi_aw_valid_o,
    output [AXI_ADDR_WIDTH-1:0]         axi_aw_addr_o,
    output [2:0]                        axi_aw_prot_o,
    output [AXI_ID_WIDTH-1:0]           axi_aw_id_o,
    output [AXI_USER_WIDTH-1:0]         axi_aw_user_o,
    output [7:0]                        axi_aw_len_o,
    output [2:0]                        axi_aw_size_o,
    output [1:0]                        axi_aw_burst_o,
    output                              axi_aw_lock_o,
    output [3:0]                        axi_aw_cache_o,
    output [3:0]                        axi_aw_qos_o,
    output [3:0]                        axi_aw_region_o,
    input                               axi_w_ready_i,
    output                              axi_w_valid_o,
    output [AXI_DATA_WIDTH-1:0]         axi_w_data_o,
    output [AXI_DATA_WIDTH/8-1:0]       axi_w_strb_o,
    output                              axi_w_last_o,
    output [AXI_USER_WIDTH-1:0]         axi_w_user_o,
    output                              axi_b_ready_o,
    input                               axi_b_valid_i,
    input  [1:0]                        axi_b_resp_i,
    input  [AXI_ID_WIDTH-1:0]           axi_b_id_i,
    input  [AXI_USER_WIDTH-1:0]         axi_b_user_i,
    input                               axi_ar_ready_i,
    output                              axi_ar_valid_o,
    output [AXI_ADDR_WIDTH-1:0]         axi_ar_addr_o,
    output [2:0]                        axi_ar_prot_o,
    output [AXI_ID_WIDTH-1:0]           axi_ar_id_o,
    output [AXI_USER_WIDTH-1:0]         axi_ar_user_o,
    output [7:0]                        axi_ar_len_o,
    output [2:0]                        axi_ar_size_o,
    output [1:0]                        axi_ar_burst_o,
    output                              axi_ar_lock_o,
    output [3:0]                        axi_ar_cache_o,
    output [3:0]                        axi_ar_qos_o,
    output [3:0]                        axi_ar_region_o,
    output logic                        axi_r_ready_o,
    input                               axi_r_valid_i,
    input  [1:0]                        axi_r_resp_i,
    input  [AXI_DATA_WIDTH-1:0]         axi_r_data_i,
    input                               axi_r_last_i,
    input  [AXI_ID_WIDTH-1:0]           axi_r_id_i,
    input  [AXI_USER_WIDTH-1:0]         axi_r_user_i
  );
  localparam AXI_READ  = 1'd0;
  localparam AXI_WRITE = 1'd1;
  localparam  S_WR_IDLE   = 3'd0;
  localparam  S_WA_WAIT   = 3'd1;
  localparam  S_WA_START  = 3'd2;
  localparam  S_WD_WAIT   = 3'd3;
  localparam  S_WD_PROC   = 3'd4;
  localparam  S_WR_WAIT   = 3'd5;
  localparam  S_WR_DONE   = 3'd6;
  reg [2:0] wr_state;
  reg [31:0] reg_wr_addrs;
  reg reg_awvalid,reg_wvalid,reg_w_last;
  reg [7:0] reg_w_len;
  reg [7:0] reg_w_stb;
  always @(posedge clock) begin
    if(reset) begin
      wr_state    <= S_WR_IDLE;
      reg_wr_addrs <= 32'd0;
      reg_awvalid <= 1'b0;
      reg_wvalid  <= 1'b0;
      reg_w_last  <= 1'b0;
      reg_w_len   <= 8'd0;
    end
    else begin
      case (wr_state)
        S_WR_IDLE: begin
          if(rw_valid_i && write_req) begin
            wr_state     <= S_WA_WAIT;
            reg_wr_addrs <= rw_addr_i;
            reg_w_len    <= rw_len_i - 8'd1;
          end
          reg_awvalid <= 1'b0;
          reg_wvalid  <= 1'b0;
        end
        S_WA_WAIT: begin
          wr_state <= S_WA_START;
        end
        S_WA_START: begin
          wr_state <= S_WD_WAIT;
          reg_awvalid <= 1'b1;
        end
        S_WD_WAIT: begin
          if(axi_aw_ready_i) begin
            wr_state <= S_WD_PROC;
            reg_awvalid <= 1'b0;
          end
        end
        S_WD_PROC: begin
          reg_wvalid  <= 1'b1;
          if(axi_w_ready_i) begin
            rfifo_ren <= reg_wvalid ? 1:0;
            if(reg_w_len == 8'd0) begin
              wr_state <= S_WR_WAIT;
              reg_w_last <= 1'b1;
            end
            else begin
              reg_w_len <= reg_w_len - 8'd1;
            end
          end
        end
        S_WR_WAIT: begin
          rfifo_ren <= 0;
          reg_w_last <= 1'b0;
          if(axi_b_valid_i) begin
            wr_state <= S_WR_DONE;
          end
        end
        S_WR_DONE: begin
          wr_state <= S_WR_IDLE;
        end
        default: begin
          wr_state <= S_WR_IDLE;
        end
      endcase
    end
  end
  localparam S_RD_IDLE = 3'd0;
  localparam S_RA_WAIT = 3'd1;
  localparam S_RA_START = 3'd2;
  localparam S_RD_WAIT = 3'd3;
  localparam S_RD_PROC = 3'd4;
  localparam S_RD_DONE = 3'd5;
  reg [2:0] rd_state;
  reg [31:0] reg_rd_addrs;
  reg [7:0] reg_rd_len;
  reg reg_arvalid;
  always @(posedge clock) begin
    if(reset) begin
      rd_state <= S_RD_IDLE;
      reg_rd_addrs <= 32'd0;
      reg_rd_len <= 8'd0;
      reg_arvalid <= 1'b0;
    end
    else begin
      case(rd_state)
        S_RD_IDLE: begin
          if(rw_valid_i && read_req) begin
            rd_state <= S_RA_WAIT;
            reg_rd_addrs <= rw_addr_i;
            reg_rd_len <= rw_len_i - 8'd1;
          end
          reg_arvalid <= 1'b0;
        end
        S_RA_WAIT: begin
          rd_state <= S_RA_START;
        end
        S_RA_START: begin
          rd_state <= S_RD_WAIT;
          reg_arvalid <= 1'b1;
        end
        S_RD_WAIT: begin
          if(axi_ar_ready_i) begin
            rd_state <= S_RD_PROC;
            reg_arvalid <= 1'b0;
            axi_r_ready_o <= 1;
          end
        end
        S_RD_PROC: begin
          if(axi_r_valid_i) begin
            data_read_o <= axi_r_data_i;
            rfifo_wen   <= 1;
            if(axi_r_last_i) begin
              rd_state <= S_RD_DONE;
              axi_r_ready_o <= 0;
            end
          end
        end
        S_RD_DONE: begin
          rd_state <= S_RD_IDLE;
          rfifo_wen <= 0;
        end
        default: begin
          rd_state <= S_RD_IDLE;
        end
      endcase
    end
  end
  assign rw_ready_o = rd_state == S_RD_IDLE && wr_state == S_WR_IDLE;
  parameter AXI_SIZE      = $clog2(AXI_DATA_WIDTH / 8);
  wire [AXI_ID_WIDTH-1:0] axi_id      = {AXI_ID_WIDTH{1'b1}};
  wire [AXI_USER_WIDTH-1:0] axi_user  = {AXI_USER_WIDTH{1'b0}};
  wire [7:0] axi_len      =  8'b0 ;
  wire [2:0] axi_size     = AXI_SIZE[2:0];
  assign axi_aw_valid_o   = reg_awvalid;
  assign axi_aw_addr_o    = reg_wr_addrs;
  assign axi_aw_prot_o    = 3'b000 | 3'b000 | 3'b000;   
  assign axi_aw_id_o      = axi_id;                                                                            
  assign axi_aw_user_o    = axi_user;                                                                          
  assign axi_aw_len_o     = reg_w_len;
  assign axi_aw_size_o    = axi_size;
  assign axi_aw_burst_o   = 2'b01;
  assign axi_aw_lock_o    = 1'b0;                                                                              
  assign axi_aw_cache_o   = 4'b1111;                                   
  assign axi_aw_qos_o     = 4'h0;                                                                              
  assign axi_aw_region_o  = 4'h0;                                                                              
  assign axi_w_valid_o    = reg_wvalid;
  assign axi_w_data_o     = rw_w_data_i;
  assign axi_w_strb_o     = rw_size_i;
  assign axi_w_last_o     = reg_w_last;
  assign axi_w_user_o     = axi_user;                                                                          
  assign axi_b_ready_o    = axi_b_valid_i;
  assign axi_ar_valid_o   = reg_arvalid;
  assign axi_ar_addr_o    = reg_rd_addrs;
  assign axi_ar_prot_o    = 3'b000 | 3'b000 | 3'b000;   
  assign axi_ar_id_o      = axi_id;                                                                            
  assign axi_ar_user_o    = axi_user;                                                                          
  assign axi_ar_len_o     = reg_rd_len;
  assign axi_ar_size_o    = axi_size;
  assign axi_ar_burst_o   = 2'b01;
  assign axi_ar_lock_o    = 1'b0;                                                                              
  assign axi_ar_cache_o   = 4'b0010;                                  
  assign axi_ar_qos_o     = 4'h0;                                                                              
  assign axi_ar_region_o = 4'h0;
endmodule
==> design/flow/run.sh <==
#!/bin/bash
# OpenROAD 26Q1-2900-gdf79404cd8, Yosys 0.63+post, stock flow scripts
make -C /OpenROAD-flow-scripts/flow DESIGN_CONFIG=/design/flow/config.mk WORK_HOME=/design/flow/orfs finish
==> design/flow/config.mk <==
export PLATFORM = sky130hd
export DESIGN_NAME = axi_master
export DESIGN_NICKNAME = axi_master
export VERILOG_FILES = /design/flow/design.v
export SDC_FILE = /design/flow/constraint.sdc
export NUM_CORES = 4
export LEC_CHECK = 1
export CORE_AREA = 10 10 192 192
export DIE_AREA = 0 0 202 202
export SYNTH_HDL_FRONTEND = slang
==> design/flow/constraint.sdc <==
current_design axi_master

set clk_period 8.2
set clk_io_pct 0.2

create_clock -name clk0 -period $clk_period [get_ports {clock}]

set non_clock_inputs [all_inputs -no_clocks]
set_input_delay [expr $clk_period * $clk_io_pct] -clock clk0 $non_clock_inputs
set_output_delay [expr $clk_period * $clk_io_pct] -clock clk0 [all_outputs]
==> results.json <==
{
  "drc_errors": 0,
  "io-pin-count": 479,
  "rsz0062_at_grt": "no",
  "drtAntennaViolNets": 0,
  "yosysChipArea_mm2": 0.00682,
  "tightest_slew_ns": 0.796,
  "cts_root_buf": "clkbuf_16",
  "layout-drive-gt1-share": 0.0611,
  "routed_wl_um": 22400,
  "lay_top_count": "clkdlybuf4s50_1",
  "ff2ff_setup_slack_ns": 6.11,
  "gp_congestion": 0.860,
  "vias_per_cell": 3.92,
  "hold_buffers": 0,
  "grt_overflow_total": 0,
  "skew_ns": 0.00853,
  "row_count": 66,
  "area_growth_pct": 44.3,
  "topCellsByArea": "edfxtp_1 (30%), dfxtp_1 (28%), buf_4 (14%)",
  "fmax_ghz": 0.235,
  "tritoncts": "done",
  "cts_buffers": 17,
  "cts_num_sinks": 164,
  "wl_per_cell_um": 17.1,
  "finalCritPeriodShare": 0.520,
  "cts_resized": 0,
  "cp_data_required_time_ns": 6.56,
  "grt_antenna_before_repair": 0,
  "powerDensity_mw_per_mm2": 190,
  "fin_total_pwr_w": 0.00187,
  "yosys_most_used_dff": "dfxtp_1",
  "cp_num_buf_inv": 2,
  "cp.arrival_ns": 2.62,
  "edf_count": 67,
  "grtUsageTotal": 0.106,
  "num_antenna_cells": 0,
  "synth_top_cell_by_area": "edfxtp_1",
  "vias": 5136,
  "worst_hold_path_type": "flip-flop to flip-flop",
  "yosysWarnings": 0,
  "crit_chain": "clkdlybuf4s50_1 > clkdlybuf4s50_1",
  "status": "finished, final reports clean",
  "leakage_nw": 3.42,
  "finalHoldViolCount": 0,
  "clock_latency_ns": 0.43,
  "peakVddDrop_v": 0.000126,
  "htree_levels": 4,
  "grt_pass1_wl_um": 32800,
  "critical_path_class": "input pin to output port",
  "fp_util": 0.209,
  "grt_start_max_net_pins": 63,
  "portBuffers": 267,
  "critical-path-top-delay-family": "buffers and inverters",
  "clk_pin_slew_ns": 0.06,
  "synth_cell_type_count": 49,
  "cp-start-kind": "input pin",
  "path_max_fanout": 3,
  "fin_crit_ns": 4.26,
  "crit_top_cell": "clkdlybuf4s50_1",
  "grt_pass1_vias": 5103,
  "synth.cell_area_mm2": 0.00682,
  "relSlewSlack": 0.469,
  "chip_area_mm2": 0.0408,
  "top_cell_area_share": 0.295,
  "tns_ns": 0,
  "cp_slowest_cell": "clkdlybuf4s50_1",
  "ys_seq_frac": 0.580,
  "dr.pass1.iters": 4,
  "ys_ff": 164,
  "dr.first_iter.drc_count": 153,
  "die_h_um": 202,
  "syn_inst": 664,
  "layout_top_cells": "clkdlybuf4s50_1 (266), nand2_1 (135), dfxtp_1 (97)",
  "endpoint_kind": "output port",
  "max-cap-violations": 0,
  "core_area_mm2": 0.0326,
  "hpwl_um": 17000,
  "post_cts_buffers": 0,
  "maxSlewViolCount": 0,
  "yosys_cells": 664,
  "warnings": 40,
  "synthArstFlopShare": 0,
  "avgSynthCellArea_um2": 10.3,
  "die_w_um": 202,
  "slowest_delay_ns": 0.50,
  "setup_viol": 0,
  "clockBufferDepth": 2
}
Yosys cell counts, drive strengths merged (5+ instances only):
| cell type | instances |
|---|---|
| mux2i | 8 |
| nand2b | 8 |
| buf | 130 |
| nand3 | 6 |
| nor2b | 7 |
| edfxtp | 67 |
| nand2 | 135 |
| nor3 | 5 |
| clkbuf | 24 |
| inv | 11 |
| nor2 | 30 |
| a21oi | 71 |
| dfxtp | 97 |
| o21ai | 6 |
| a211oi | 6 |
state kept, by name, summed over array words and instances (netlist names):
name            count
axi_aw_len_o        8
axi_w_valid_o       1
rfifo_wen           1
data_read_o        64
rd_state            6
axi_r_ready_o       1
axi_ar_valid_o      1
rfifo_ren           1
axi_aw_addr_o      32
axi_ar_len_o        8
axi_ar_addr_o      32
axi_w_last_o        1
wr_state            7
axi_aw_valid_o      1
cell families after synthesis:
family / count (synthesis) / share of synthesized area
adder cells (fa/ha/maj): 3 / 0.00551
flip-flops: 164 / 0.580
AND/OR/NAND/NOR: 210 / 0.139
other: 2 / 0.00110
multiplexers: 10 / 0.0151
buffers and inverters: 165 / 0.161
XOR/XNOR: 5 / 0.00643
AND-OR/OR-AND: 105 / 0.0918
report_power, final:
group	internal [W]	switching [W]
sequential	0.000870	0.0000164
clock	0.000433	0.000358
combinational	0.000113	0.0000824
total	0.00142	0.000457
per-layer routing:
layer	up-vias	track usage	wire (um)
li1	2446	-	-
met1	2350	0.128	8960
met2	307	0.162	9990
met3	33	0.0652	3020
met4	0	0.0204	437
met5	-	0	0
worst register-to-register path, delay by kind of cell, from the launching register on:
family          cells  cell delay [ns]
flops               1             0.83
compound gates      3             0.58
simple gates        1             0.61
through the flow:
stage          hold WS [ns]  cells  area, um^2  utilization  setup slack, ns
6_report              0.419   1309        9830        0.301             3.94
5_1_grt               0.438   1309        9830        0.301             3.90
4_1_cts               0.424   1309        9830        0.301             3.93
3_5_place_dp          0.405   1277        9250        0.284             3.93
3_3_place_gp          0.400   1277        9250        0.284             3.93
2_1_floorplan         0.394    715        7010            -             1.06
path summary, 6_finish.rpt:
path	endpoint	start	cells past startpoint
max	axi_b_ready_o	axi_b_valid_i	2
min	wr_state[0]	wr_state[3]	1
max reg2reg	axi_aw_len_o[5]	wr_state[1]	4
min reg2reg	wr_state[0]	wr_state[3]	1
final cells by class:
cell class	count	area, um^2
Clock inverter	13	106
Sequential cell	164	3950
Timing Repair Buffer	274	2720
Tap cell	442	553
Inverter	11	41.3
Clock buffer	19	475
Fill cell	3316	22800
Multi-Input combinational cell	386	1980
