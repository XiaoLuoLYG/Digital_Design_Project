==> flow/design.v <==
  package ahb;
  typedef enum logic [2:0]{BYTE,HALFFORD,WORD,BIT_64,FOUR_WORD,EIGHT_WORD,BIT_512,BIT_1024} type_hsize;
  typedef enum logic [2:0]{SINGLE,INCR,WRAP4,INCR4,WRAP8,INCR8,WRAP16,INCR16} type_hburst;
  typedef enum logic [1:0]{IDLE,BUSY,NONSEQ,SEQ} type_htrans;
  typedef enum logic {OKAY,ERROR} type_hresp;
  function logic[31:0] addr_next(input logic[31:0] current,input type_hburst burst);
  case(burst)
      SINGLE:
          addr_next = current + 4;
      INCR:
          addr_next = current + 4;
      INCR4:
          addr_next = current + 4;
      WRAP4:   
          addr_next = {current[31:4],{current[3:0] + 4'd4}};
      INCR8:
          addr_next = current + 4;
      WRAP8:  
          addr_next = {current[31:5],{current[4:0] + 5'd4}};
      INCR16:
          addr_next = current + 4;
      WRAP16:  
          addr_next = {current[31:6],{current[5:0] + 6'd4}};
  endcase
endfunction
endpackage
import ahb::*;
module ahb_master(
        input   logic                   HCLK,
        input   logic                   HRESETN,
        input   logic                   user_req,
        input   logic                   user_rw,
        input   type_hsize              user_size,
        input   type_hburst             user_burst,
        input   logic       [31:0]      user_addr,
        output  logic                   user_fifo_ren,
        output  logic                   user_fifo_wen,
        input   logic       [31:0]      user_fifo_data_i,
        output  logic       [31:0]      user_fifo_data_o,
        input   logic                   HRESP,
        input   logic                   HREADY,
        input   logic       [31:0]      HRDATA,
        output  logic       [31:0]      HADDR,
        output  type_hburst             HBURST,
        output  logic                   HMASTLOCK,
        output  logic       [6:0]       HPROT,
        output  type_hsize              HSIZE,
        output  type_htrans             HTRANS,
        output  logic       [31:0]      HWDATA,
        output  logic                   HWRITE
    );
    typedef enum logic [1:0] {S_IDLE,S_START,S_TRANS,S_RETRY} State;
    State                           state;
    type_hsize                      size_in;
    type_hburst                     burst_in;
    logic                           rd_wr_in;
    logic [31:0]                    addr_in;
    logic [31:0]                    addr_current;
    logic [4:0]                     cnt;
    logic [4:0]                     burst_beats;
    assign HMASTLOCK                = 1'b0;
    assign HPROT                    = 7'd0;
    assign HWDATA                   = user_fifo_data_i;
    assign user_fifo_data_o         = HRDATA;
    always@(posedge HCLK) begin
        if(!HRESETN)
            state <= S_IDLE;
        case(state)
            S_IDLE : begin
                HTRANS              <= IDLE;
                if(user_req) begin
                    user_fifo_ren   <= 0;
                    user_fifo_wen   <= 0;
                    size_in         <= user_size;
                    addr_in         <= user_addr;
                    burst_in        <= user_burst;
                    rd_wr_in        <= user_rw;
                    addr_current    <= user_addr;
                    cnt             <= 0;
                    state           <= S_START;
                end
            end
            S_START: begin
                HTRANS              <= NONSEQ;
                HSIZE               <= size_in;
                HBURST              <= burst_in;
                HADDR               <= addr_current;
                HWRITE              <= rd_wr_in == 1'b1 ? 1:0;
                if(HREADY) begin
                    user_fifo_wen   <= rd_wr_in == 1'b0  ? 1:0;
                    user_fifo_ren   <= rd_wr_in == 1'b1 ? 1:0;
                    addr_current    <= addr_next(addr_current,burst_in);
                    HADDR           <= addr_next(addr_current,burst_in);
                    cnt             <= cnt + 1;
                    state           <= S_TRANS;
                end else begin
                    if(HRESP == ERROR)
                        state       <= S_RETRY;
                end
            end
            S_TRANS: begin
                HTRANS              <= (cnt < burst_beats-1) ?  SEQ : IDLE;
                state               <= cnt == burst_beats ? S_IDLE : S_TRANS;
                if(HREADY) begin
                    addr_current    <= addr_next(addr_current,burst_in);
                    HADDR           <= addr_next(addr_current,burst_in);
                    user_fifo_wen       <= (rd_wr_in == 1'b0 && cnt < burst_beats)  ? 1:0;
                    user_fifo_ren       <= (rd_wr_in == 1'b1 && cnt < burst_beats) ? 1:0;
                    cnt             <= cnt + 1;
                end else begin
                    if(HRESP == ERROR) 
                        state    <= S_RETRY;
                end
            end
            S_RETRY: begin
                addr_current     <= addr_in;
                cnt              <= 0;
                state            <= S_START;
            end
            default:
                state            <= S_IDLE;
        endcase
    end
    always_comb begin
        case(burst_in)
            SINGLE:
                burst_beats = 1;
            INCR:
                burst_beats = 1;
            INCR4:
                burst_beats = 4;
            WRAP4:
                burst_beats = 4;
            INCR8:
                burst_beats = 8;
            WRAP8:
                burst_beats = 8;
            INCR16:
                burst_beats = 16;
            WRAP16:
                burst_beats = 16;
        endcase
    end
endmodule
==> flow/run.sh <==
#!/bin/bash
# OpenROAD 26Q1-2900-gdf79404cd8, Yosys 0.63+post, stock flow scripts
make -C /OpenROAD-flow-scripts/flow DESIGN_CONFIG=/design/flow/config.mk WORK_HOME=/design/flow/orfs finish
==> flow/config.mk <==
export PLATFORM = sky130hd
export DESIGN_NAME = ahb_master
export DESIGN_NICKNAME = ahb_master
export VERILOG_FILES = /design/flow/design.v
export SDC_FILE = /design/flow/constraint.sdc
export NUM_CORES = 4
export LEC_CHECK = 1
export CORE_UTILIZATION = 50
export SYNTH_HDL_FRONTEND = slang
==> flow/constraint.sdc <==
current_design ahb_master

set clk_period 6.4
set clk_io_pct 0.2

create_clock -name clk0 -period $clk_period [get_ports {HCLK}]

set non_clock_inputs [all_inputs -no_clocks]
set_input_delay [expr $clk_period * $clk_io_pct] -clock clk0 $non_clock_inputs
set_output_delay [expr $clk_period * $clk_io_pct] -clock clk0 [all_outputs]
==> flow_metrics.py <==
# Flow results
metrics = {
    "status": {
        "outcome": "completed",
    },
    "floorplanning": {
        "die_area_mm2": 0.0137,
        "fp.dieH_um": 117,
        "die_w_um": 117,
        "initial_core_util_pct": 52.0,
        "io_pins": 223,
        "placementRows": 41,
        "core_mm2": 0.0128,
    },
    "placement": {
        "gp_congestion": 0.870,
        "numPortBuffers": 86,
        "dpl.hpwl_um": 10300,
        "dp_cells": 736,
        "placed_area_mm2": 0.00712,
        "dpl_worst_slack_ps": 2530,
    },
    "detailed_routing": {
        "totalWireLength_um": 14900,
        "vias": 4241,
        "detail_route.wl_per_cell_um": 19.3,
        "remaining_drc_errors": 0,
        "final_antenna_net_count": 0,
        "drtIter0Drc": 268,
        "first_pass_iters": 5,
        "viasPerCell": 5.52,
        "diodes": 0,
    },
    "timing": {
        "finalCritPeriodShare_pct": 53.7,
        "slew_viol_final": 0,
        "finalSetupViolCount": 0,
        "whs_ps": 416,
        "setup_ws_ps": 2960,
        "max_slew_margin_pct": 39.6,
        "fin_skew_ps": 6.98,
        "tightest_slew_ps": 898,
        "tns_ps": 0,
        "finalHoldViolCount": 0,
        "finalCriticalPeriod_ps": 3440,
        "fmax_ghz": 0.291,
        "rsz0062_at_grt": "false",
    },
    "finish": {
        "layout-drive-gt1-share_pct": 8.22,
        "final_cells": 768,
        "area_growth_syn_to_layout_pct": 15.9,
        "fillers": 980,
        "final_cell_area_mm2": 0.00770,
    },
    "synthesis": {
        "topCellsByArea": "edfxtp_1 54%, buf_4 8.3%, xor2_1 4.2%",
        "top_area_share_pct": 53.8,
        "ys_async_sr_fraction_pct": 0,
        "edf_count": 119,
        "ys_seq_share_pct": 55.6,
        "yosysWarnings": 0,
        "synth.avg_cell_area_um2": 11.7,
        "synth_chip_area_mm2": 0.00664,
        "synth_cells": 567,
        "synth_top_cell_by_area": "edfxtp_1",
        "common_cells": "119 x edfxtp_1, 73 x buf_4, 37 x o21ai_0, 33 x nand2_1, 32 x xor2_1",
        "yosysUniqueCellTypes": 52,
        "ys_cells": 567,
        "ys.flops": 125,
        "syn_area_mm2": 0.00664,
        "most_common_cell": "edfxtp_1",
        "yosys_most_used_dff": "edfxtp_1",
    },
    "clock_tree": {
        "clock-root-buffer": "clkbuf_16",
        "cts_tree": "yes",
        "cts_setup_buffers": 0,
        "holdBufCountCts": 0,
        "cts.clk_slew.worst_paths_ps": 50,
        "h-tree-depth": 4,
        "worstSkewPairLatency_ps": 410,
        "cts_resized": 0,
        "cts_made_buffers": 17,
        "clock-sinks": 125,
        "clockBufferDepth": 2,
    },
    "pwr": {
        "p_leak_nw": 2.71,
        "power_density_mw_per_mm2": 495,
        "p_comb_share_pct": 32.0,
        "ir_drop_mv": 0.274,
        "switching_share_pct": 32.3,
        "switchingPower_mw": 1.23,
        "internal_power_mw": 2.58,
        "seqPwrFrac_pct": 43.2,
        "p_clk_share_pct": 24.8,
    },
    "critical_path": {
        "cp.arrival_ps": 3590,
        "crit_path_max_fanout": 15,
        "reg2reg_from": "addr_current[2]",
        "critPathRequiredTime_ps": 6550,
        "crit_start": "HREADY",
        "startpoint_type": "primary input",
        "worstSetupPathType": "in2reg",
        "endpoint_kind": "flip-flop",
    },
    "hold_path": {
        "hp-start": "size_in[2]",
        "worstHoldPathType": "reg2reg",
    },
    "global_route": {
        "grt_usage_pct": 24.1,
        "grt_start_max_net_pins": 45,
        "grt_pass1_wl_um": 22700,
        "antenna_found_initial": 0,
        "grt_pass1_vias": 4039,
        "grt.overflow.total": 0,
    },
    "flow_run": {
        "warnings": 31,
        "drv_cap": 0,
    },
}
-- routing by layer --
| layer | GRT usage, % | routed length [µm] | share of wire, % |
|---|---|---|---|
| met1 | 39.2 | 6470 | 44 |
| met2 | 34.0 | 6560 | 44 |
| met3 | 5.72 | 1210 | 8.1 |
| met4 | 8.44 | 622 | 4.2 |
| met5 | 0 | 0 | 0 |
-- metrics by stage --
stage,power [mW],utilization [%]
final,3.82,60.3
after global routing,4.06,60.3
after CTS,3.84,60.3
after detailed placement,2.88,55.8
after global placement,2.87,55.8
after floorplan,2.32,-
-- final timing paths --
check,endpoint,cells after the start,slack [ps]
worst max-delay path,addr_current[17],6,2960
worst min-delay path,HSIZE[2],0,420
worst max register to register,HADDR[28],6,3640
worst min register to register,HSIZE[2],0,420
-- sequential cells by signal, summed over array words and instances, names as in the netlist, 3 cells and up --
name / cells
size_in: 3
addr_in: 32
HBURST: 3
burst_in: 3
cnt: 5
HADDR: 32
addr_current: 32
HSIZE: 3
burst_beats: 4
-- cell type report --
| type | count | area, µm² | area share [%] |
|---|---|---|---|
| Clock buffer | 24 | 462 | 6.00 |
| Sequential cell | 125 | 3690 | 48.0 |
| Inverter | 19 | 71.3 | 0.926 |
| Tap cell | 172 | 215 | 2.79 |
| Timing Repair Buffer | 91 | 898 | 11.7 |
| Multi-Input combinational cell | 329 | 2240 | 29.1 |
| Clock inverter | 8 | 118 | 1.53 |
-- critical path, stage by stage --
cell	delay (ps)
clkdlybuf4s50_1	780
inv_1	280
nor4_4	780
nand4_1	220
xor2_1	160
o21ai_0	80
-- power groups by stage --
stage,Combinational (mW),Sequential [mW],Clock [mW]
final,1.22,1.65,0.947
after CTS,1.23,1.65,0.959
after global routing,1.38,1.69,0.994
-- cell usage in the layout (no fill, tap or decap), drive strengths merged, types with 9 or more instances in the layout --
cell type,instances
edfxtp,119
clkdlybuf4s50,86
o21ai,39
nand2,33
xor2,32
a22oi,27
xnor2,27
nand3,25
clkbuf,24
nor2,21
inv,19
ha,18
nand4,15
a21oi,14
and3,9
-- cell families (layout without fill, tap and decap cells) --
group / count (synthesis) / after routing / share of synthesized area [%]
multiplexers: 5 / 5 / 0.829
flip-flops: 125 / 125 / 55.6
AND/OR/NAND/NOR: 140 / 140 / 11.9
AND-OR/OR-AND: 99 / 99 / 9.34
buffers and inverters: 120 / 142 / 11.1
adder cells (fa/ha/maj): 18 / 18 / 3.39
other: 1 / 8 / 0.0565
XOR/XNOR: 59 / 59 / 7.78
Power is estimated from default activity; no workload was simulated.
